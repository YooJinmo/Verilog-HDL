[flow/config.mk]
export PLATFORM = sky130hd
export DESIGN_NAME = stopwatch_DP
export DESIGN_NICKNAME = stopwatch_DP
export VERILOG_FILES = /design/flow/design.v
export SDC_FILE = /design/flow/constraint.sdc
export NUM_CORES = 4
export LEC_CHECK = 1
export CORE_UTILIZATION = 40
[flow/constraint.sdc]
current_design stopwatch_DP

set clk_period 2.8
set clk_io_pct 0.2

create_clock -name clk0 -period $clk_period [get_ports {clk}]

set non_clock_inputs [all_inputs -no_clocks]
set_input_delay [expr $clk_period * $clk_io_pct] -clock clk0 $non_clock_inputs
set_output_delay [expr $clk_period * $clk_io_pct] -clock clk0 [all_outputs]
[flow/design.v]
`timescale 1ns / 1ps
module stopwatch_DP (
    input clk,
    input reset,
    input run,
    input clear,
    output [6:0] msec,
    output [5:0] sec,
    output [5:0] min,
    output [4:0] hour
);
    wire w_clk_100hz, w_msec_tick, w_sec_tick, w_min_tick, w_hour_tick;
    time_counter #(
        .TICK_COUNT(100),
        .BIT_WIDTH (7)
    ) U_Time_Msec (
        .clk(clk),
        .reset(reset),
        .tick(w_clk_100hz),
        .clear(clear),
        .o_time(msec),
        .o_tick(w_msec_tick)
    );
    time_counter #(
        .TICK_COUNT(60),
        .BIT_WIDTH (6)
    ) U_Time_sec (
        .clk(clk),
        .reset(reset),
        .tick(w_msec_tick),
        .clear(clear),
        .o_time(sec),
        .o_tick(w_sec_tick)
    );
    time_counter #(
        .TICK_COUNT(60),
        .BIT_WIDTH (6)
    ) U_Time_min (
        .clk(clk),
        .reset(reset),
        .tick(w_sec_tick),
        .clear(clear),
        .o_time(min),
        .o_tick(w_min_tick)
    );
    time_counter #(
        .TICK_COUNT(24),
        .BIT_WIDTH (5)
    ) U_Time_hour (
        .clk(clk),
        .reset(reset),
        .tick(w_min_tick),
        .clear(clear),
        .o_time(hour),
        .o_tick()
    );
    clk_div_100 U_clk_div (
        .clk  (clk),
        .reset(reset),
        .run  (run),
        .clear(clear),
        .o_clk(w_clk_100hz)
    );
endmodule
module time_counter #(
    parameter TICK_COUNT = 100,
    parameter BIT_WIDTH  = 7
) (
    input clk,
    input reset,
    input tick,
    input clear,
    output [6:0] o_time,
    output o_tick
);
    reg [$clog2(TICK_COUNT)-1:0] count_reg, count_next;
    reg tick_reg, tick_next;
    assign o_time = count_reg;
    assign o_tick = tick_reg;
    always @(posedge clk, posedge reset) begin
        if (reset) begin
            count_reg <= 0;
            tick_reg  <= 0;
        end else begin
            count_reg <= count_next;
            tick_reg  <= tick_next;
        end
    end
    always @(*) begin
        count_next = count_reg;
        tick_next  = 0;
        if (clear == 1'b1) begin
            count_next = 0;
        end else if (tick == 1'b1) begin
            if (count_reg == TICK_COUNT - 1) begin
                count_next = 0;
                tick_next  = 1'b1;
            end else begin
                count_next = count_reg + 1;
                tick_next  = 1'b0;
            end
        end
    end
endmodule
module clk_div_100 (
    input  clk,
    input  reset,
    input  run,
    input  clear,
    output o_clk
);
    parameter FCOUNT = 1_000_000;  
    reg [$clog2(FCOUNT)-1:0] count_reg, count_next;
    reg clk_reg, clk_next;   
    assign o_clk = clk_reg;   
    always @(posedge clk, posedge reset) begin
        if (reset) begin
            count_reg <= 0;
            clk_reg   <= 0;
        end else begin
            count_reg <= count_next;
            clk_reg   <= clk_next;
        end
    end
    always @(*) begin
        count_next = count_reg;
        clk_next   = 1'b0;
        if (run == 1'b1) begin
            if (count_reg == FCOUNT - 1) begin
                count_next = 0;
                clk_next   = 1'b1;   
            end else begin
                count_next = count_reg + 1;
                clk_next   = 1'b0;
            end
        end else if (clear == 1'b1) begin
            count_next = 0;
            clk_next   = 0;
        end
    end
endmodule
[flow/run.sh]
#!/bin/bash
# OpenROAD 26Q1-2900-gdf79404cd8, Yosys 0.63+post, stock flow scripts
make -C /OpenROAD-flow-scripts/flow DESIGN_CONFIG=/design/flow/config.mk WORK_HOME=/design/flow/orfs finish
==> qor.yml <==
clock_tree:
  clockBufferDepth: 2
  clk_pin_slew_ns: 0.09
  cts_root_buf: "clkbuf_8"
  cts_made_buffers: 5
  cts_resized: 0
  cts_hold_buf: 0
  insertion_delay_ns: 0.30
  post_cts_buffers: 0
  cts_tree: "yes"
  clock-sinks: 48
  htree_levels: 2
sta:
  setup_tns_ns: 0
  rsz0062_at_grt: "false"
  slew_violations: 0
  relSlewSlack_pct: 56.06
  period_used_pct: 76.26
  max_freq_mhz: 468.3
  fin_ws_ns: 0.6647
  finalCriticalPeriod_ns: 2.135
  fin_skew_ns: 0.008336
  setup-violations-final: 0
  final_hold_viol_count: 0
  tightest_slew_ns: 0.6582
floorplan:
  num_io_pins: 28
  initial_core_util_pct: 41.83
  rows: 28
  fp.dieH_um: 81.16
  coreArea_um2: 5991
  die_w_um: 81.16
  die-area_um2: 6586
yosys:
  synth_cell_types: 53
  postSynthAreaPerCell_um2: 9.493
  synth-edff-count: 0
  yosys_warnings: 7
  top_cell_area_share_pct: 47.93
  yosysTopAreaCell: "dfrtp_1"
  synthFlopType: "dfrtp_1"
  ys_ff: 48
  synth_seq_share_pct: 47.93
  async_flop_share_pct: 100.0
  ys_cells: 264
  ys_area_um2: 2506
  synthCells: 264
  syn-cell-area_um2: 2506
  synthTopCellsByArea: "dfrtp_1 (48%), nand2_1 (4.2%), o21ai_0 (3.8%)"
setup_path:
  ff2ff_path_depth: 6
  r2r-start: "U_clk_div.count_reg[0]"
  cp_max_fo: 5
  crit_path_end_kind: "flop"
  cp.required_ns: 3.00
  path_class: "flop to flop"
  worstPathArrival_ns: 2.34
  r2r-end: "U_clk_div.count_reg[14]"
  r2r_slack_ns: 0.66
  critPathLaunchType: "flop"
final_layout:
  largest_register_ffs: 20
  final_cell_mix: "dfrtp_1 (48), nand2_1 (28), clkdlybuf4s50_1 (27)"
  area_growth_syn_to_layout_pct: 19.97
  lay_top_count: "dfrtp_1"
  drive_above_1_share_pct: 8.389
grt:
  grt_pass1_wl_um: 8280
  grt_pass1_vias: 1752
  gr-total-overflow: 0
  antenna_found_initial: 0
  grt_max_degree: 32
  grt_use_total_pct: 16.46
min_path:
  hp-start: "U_clk_div.count_reg[5]"
  worstHoldPathType: "flop to flop"
  worstHoldPathCells: 1
  hold_end: "U_clk_div.count_reg[5]"
run:
  log.warning_count: 25
  maxCapViolCount: 0
placement:
  dp_slack_ns: 0.5325
  numPortBuffers: 27
  routabilityCongestion: 0.9145
  dp_hpwl_um: 3413
detailed_routing:
  viasPerCell: 5.383
  drtIter0Drc: 96
  antenna_cells: 0
  dr.pass1.iters: 4
  via_count: 2008
  ant_nets: 0
  drc: 0
  wl_um: 4885
  routedWlPerCell_um: 13.10
power:
  p_per_area_nw_per_um2: 428.1
  ir_drop_mv: 0.2442
  p_leak_nw: 1.208
status:
  outcome: "completed"
## per-layer routing
metal	vias to the layer above	GRT usage, %	wire length (um)
met4	0	1.786	37
met5	-	0	0
met3	4	3.193	164
li1	1040	-	-
met2	34	24.71	2139
met1	930	26.36	2544
## stage by stage
step,util [%],instances,area (um2),hold WS [ns],power (W)
finish,50.19,373,3007,0.5029,0.001287
global route,50.19,373,3007,0.5380,0.001347
CTS,50.19,373,3007,0.5063,0.001309
detailed placement,48.27,365,2892,0.4927,0.0007938
global placement,48.27,365,2892,0.4867,0.0007938
floorplan,-,264,2506,0.4727,0.0007679
## cells by family after synthesis
kind of cell             Yosys count  synth area share (%)
AND/OR/NAND/NOR                  115                 24.86
flip-flops                        48                 47.93
buffers and inverters             17                 2.596
multiplexers                       7                 2.896
AND-OR/OR-AND                     61                 15.38
adder cells (fa/ha/maj)            5                 2.496
XOR/XNOR                          11                 3.844
## layout make-up
type	count	area, um2
Clock buffer	5	68.82
Clock inverter	3	46.29
Fill cell	537	2984
Inverter	9	33.78
Multi-Input combinational cell	199	1240
Sequential cell	48	1201
Tap cell	75	93.84
Timing Repair Buffer	34	322.8
## report_power, final
group	internal, W	total [W]	switching [W]	leakage (nW)
clock	0.000269	0.000509	0.000240	0.0548
combinational	0.0000236	0.0000674	0.0000437	0.485
sequential	0.000701	0.000711	0.0000105	0.667
## how the worst max path moves through the flow
| stage | start | slack (ns) | to | cells past startpoint |
|---|---|---|---|---|
| after global routing | U_clk_div.count_reg[0] | 0.54 | U_clk_div.count_reg[14] | 6 |
| after CTS | U_clk_div.count_reg[0] | 0.67 | U_clk_div.count_reg[14] | 6 |
| final | U_clk_div.count_reg[0] | 0.66 | U_clk_div.count_reg[14] | 6 |
## Yosys cell counts (all sizes together), types with 2 or more instances
master   count
a211oi       3
a21oi       14
a22o         4
a22oi        2
a31oi        2
and4         3
buf          3
clkbuf       5
dfrtp       48
ha           5
inv          9
mux2         2
mux2i        5
nand2       28
nand3       18
nand3b       4
nand4        7
nand4b       2
nor2        25
nor2b        2
nor3        10
nor3b        3
nor4         4
o2111ai      2
o21ai       23
or3          2
or3b         2
or4          2
xnor2        5
xor2         6
## critical path, stage by stage, from the launching register on
cell and delay [ns]:
dfrtp_1 0.42, ha_1 0.23, nand3_2 0.17, or4_4 0.55, or2_0 0.25, a21o_1 0.19
a22o_1 0.21
Power figures rest on the tool's default switching activity, not on a simulated workload.
