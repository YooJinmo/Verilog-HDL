File: flow/design.v
`timescale 1ns / 1ps
module adder (
    input  [7:0] a,
    input  [7:0] b,
    output [7:0] sum,
    output       carry
);
    assign {carry, sum} = a + b;
endmodule
File: flow/config.mk
export PLATFORM = sky130hd
export DESIGN_NAME = adder
export DESIGN_NICKNAME = adder
export VERILOG_FILES = /design/flow/design.v
export SDC_FILE = /design/flow/constraint.sdc
export NUM_CORES = 4
export LEC_CHECK = 1
export CORE_AREA = 10 10 70 70
export DIE_AREA = 0 0 80 80
File: flow/constraint.sdc
current_design adder

set clk_period 8.4
set clk_io_pct 0.2

create_clock -name clk0 -period $clk_period

set non_clock_inputs [all_inputs -no_clocks]
set_input_delay [expr $clk_period * $clk_io_pct] -clock clk0 $non_clock_inputs
set_output_delay [expr $clk_period * $clk_io_pct] -clock clk0 [all_outputs]
File: flow/run.sh
#!/bin/bash
# OpenROAD 26Q1-2900-gdf79404cd8, Yosys 0.63+post, stock flow scripts
make -C /OpenROAD-flow-scripts/flow DESIGN_CONFIG=/design/flow/config.mk WORK_HOME=/design/flow/orfs finish
==> qor.txt <==
worst IR drop on VDD = 0.0000280 V
initial antenna violation count = 0
most frequent cells in the layout = clkdlybuf4s50_1, ha_1, a21oi_1
vias per cell = 3.52
Synth cell types = 20
Die ar. = 6400 µm²
hold_buf cts = 0
number of global-route vias before repair = 379
antenna diode count = 0
GRT Overall Usage = 3.17%
tool warning count = 32
post-cts resize count = 0
Post-CTS Setup Inserts = 0
area grow syn2layout = 95.0%
register share after synthesis = 0%
Initial DRT Pass Iterations = 3
register area = 0 µm²
share of cells above drive strength 1 = 1.49%
dpl hpwl = 1020 µm
Die Height = 80 µm
DRC viols = 0
hold depth = 3
post-synthesis cell count = 42
global-route wire length before repair = 1710 µm
crit share post-route = 64.9%
Flops = 0
via count = 398
status = complete, no violations
yosys stat chip area = 324 µm²
P_leak = 0.255 nW
Critical Path AT = 3770 ps
critical path class = in2out
Max-slew headroom = 76.2%
number of cells in Yosys stat = 42
post-layout util = 18.5%
largest net degree at the start of global routing = 7
PD cells = 70.2 nW/µm²
grt ovf = 0
# rows = 21
critical path required time = 6720 ps
Port-buffer cells = 25
Peak Freq = 0.183 GHz
Yosys warning count = 0
Setup Viol. Count Final = 0
clock buffers = 0
WL final = 1110 µm
worst slew pin tran = 347 ps
routed len/inst = 9.82 µm
unrepaired setup endpoints after global routing = false
I/O pin cnt = 25
Top cell excl fill/tap = clkdlybuf4s50_1
crit path max fanout = 2
Setup crit start kind = input pin
Final GP Congestion = 0.742
Mean Syn Cell Area = 7.72 µm²
TNS Setup = 0 ps
core area = 3420 µm²
maxcap violations = 0
fp_density = 9.49%
Tmin final = 5450 ps
width of the die = 80 µm
Worst setup EP type = primary output
Final Hold Vio Count = 0
Post-DRT Antenna Nets = 0
Post-Syn Area = 324 µm²
Max Slew Vio Count = 0
Worst Hold Class = in2out
starting DRC count in detailed routing = 27
worst paths after layout:
check | from | end | slack [ps]
worst min-delay path | b[0] | sum[0] | 4390
worst max-delay path | a[0] | sum[6] | 2950
layout make-up:
| cell class | instances | area (µm²) |
|---|---|---|
| tap | 46 | 57.6 |
| multi-input combinational | 39 | 313 |
| fill | 382 | 2780 |
| inverter | 3 | 11.3 |
| timing repair buffer | 25 | 250 |
metrics by stage:
step	hold slack, ps	power [W]	cell area, µm²	std cells	setup WS [ps]
after floorplan	3430	0.0000177	324	42	3990
after global placement	4400	0.0000445	632	113	2950
after detailed placement	4400	0.0000449	632	113	2940
after CTS	4400	0.0000454	632	113	2920
after global routing	4420	0.0000495	632	113	2810
final	4390	0.0000443	632	113	2950
synth_stat cells (2+ instances only):
cell type | instances | area, µm²
a21o_1 | 2 | 15.0
a21oi_1 | 5 | 25.0
a311o_1 | 2 | 20.0
ha_1 | 8 | 100
inv_1 | 2 | 7.51
nand2_1 | 3 | 11.3
nand3_1 | 2 | 10.0
nor2_1 | 2 | 7.51
nor2b_1 | 2 | 12.5
nor3_1 | 2 | 10.0
xnor2_1 | 2 | 17.5
xor2_1 | 2 | 17.5
worst max-delay path, stage by stage:
cell             delay (ps)
clkdlybuf4s50_1         400
ha_1                    230
fa_1                    400
a21oi_1                 210
nor2_1                   70
nor2_1                  150
xnor2_1                 140
clkdlybuf4s50_1         490
cells by family (layout without fill, tap and decap cells):
family,count (synthesis),after routing,share of synthesized area [%]
AOI/OAI and AO/OA,13,13,27.8
muxes,1,1,3.09
adders and majority gates,9,9,37.1
xor gates and xnor gates,4,4,10.8
buffers and inverters,3,28,3.47
and+or+nand+nor,12,12,17.8
routing by layer:
metal	routed length (µm)	vias up	GRT usage (%)
met2	421	16	4.25
met4	0	0	0
met5	0	-	0
li1	-	212	-
met3	100	0	1.14
met1	588	170	4.91
power breakdown:
group | total, W | switching [W] | internal [W]
combinational | 0.0000443 | 0.0000153 | 0.0000290
clock | 0 | 0 | 0
sequential | 0 | 0 | 0
total | 0.0000443 | 0.0000153 | 0.0000290
Power and IR drop assume default switching activity.
